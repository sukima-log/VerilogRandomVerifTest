File: ./design.v
`timescale 1ps/1ps
`default_nettype none
module counter #(
    parameter P_BASE = 'd32  
,   parameter P_BIT  = 'd32  
) (
    input   wire                    clk          
,   input   wire                    resetn       
,   input   wire                    enable       
,   input   wire                    up_dw        
,   input   wire                    wenable      
,   input   wire [(P_BIT-1):0]      wcount       
,   output  reg  [(P_BIT-1):0]      count        
,   output  wire                    carry        
);
    wire w_wenable = wenable & (wcount < P_BASE);
    wire w_upflag = ~(count+1 < P_BASE);
    wire w_dwflag = (count == 'd0);
    always @(posedge clk or negedge resetn) begin
        if (!resetn) begin
            count   <=  {P_BIT{1'b0}};
        end else if (w_wenable) begin
            count   <=  wcount;
        end else if (enable) begin
            if (up_dw & w_upflag) begin
                count   <=  {P_BIT{1'b0}};
            end else if (up_dw) begin
                count   <=  count + 'd1;
            end else if (!up_dw & w_dwflag) begin
                count   <=  (P_BASE - 'd1);
            end else if (!up_dw) begin
                count   <=  count - 'd1;
            end
        end
    end
    assign carry = ((w_upflag & up_dw) | (w_dwflag & !up_dw)) & enable;
endmodule  
`default_nettype wire
File: ./run.sh
#!/bin/bash
# OpenROAD 26Q1-2900-gdf79404cd8, Yosys 0.63+post, stock flow scripts
make -C /OpenROAD-flow-scripts/flow DESIGN_CONFIG=/design/flow/config.mk WORK_HOME=/design/flow/orfs finish
File: ./config.mk
export PLATFORM = sky130hd
export DESIGN_NAME = counter
export DESIGN_NICKNAME = counter
export VERILOG_FILES = /design/flow/design.v
export SDC_FILE = /design/flow/constraint.sdc
export NUM_CORES = 4
export LEC_CHECK = 1
export CORE_UTILIZATION = 40
export SYNTH_HDL_FRONTEND = slang
File: ./constraint.sdc
current_design counter

set clk_period 4.5
set clk_io_pct 0.2

create_clock -name clk0 -period $clk_period [get_ports {clk}]

set non_clock_inputs [all_inputs -no_clocks]
set_input_delay [expr $clk_period * $clk_io_pct] -clock clk0 $non_clock_inputs
set_output_delay [expr $clk_period * $clk_io_pct] -clock clk0 [all_outputs]
==> flow_summary.ini <==
; physical design summary
[outcome]
outcome = finished, final reports clean

[synth]
synth.cellmix.adderShare_pct = 1.14
numSynthFlops = 32
synthArstFlopShare_pct = 100
ys_area_um2 = 3300
synth.area.mux_share_pct = 0.910
synth_area_um2 = 3300
synth.cellmix.xorXnorShare_pct = 9.29
yosysCellCount = 450
compound_area_share_pct = 22.2
ys_seq_share_pct = 24.3
simple_gate_share_pct = 35.4
synth_warnings = 0
ys.flop_type = dfrtp_1
edf_count = 0
synthCells = 450
synth.distinct_cells = 65
logic_family = simple AND/OR/NAND/NOR gates
postSynthAreaPerCell_um2 = 7.33

[clock_tree]
clk_latency_ns = 0.28
cts_tree = built
clk_pin_slew_ns = 0.07
numCtsBuffers = 5
cts_sinks = 32
cts-root-buf = clkbuf_8
postCtsHoldBufs = 0
cts_buffer_depth = 2
htreeDepth = 2

[min_path]
holdCritPathClass = flip-flop to flip-flop

[final_timing]
fin_skew_ns = 0.00318
rsz0062_at_grt = no
relSlewSlack_pct = 65.1
finalCriticalPeriod_ns = 4.27
hold_viol_final = 0
setup_ws_ns = 0.234
final.setup.tns_ns = 0
max_freq_mhz = 234
slew_viol_final = 0
tightest_slew_ns = 0.517
period_used_pct = 94.8
finalSetupViolations = 0

[worst_setup_path]
cpPeakStageDelay_ns = 0.56
crit_path_end_kind = primary output
path_cells = nand4_2 -> or2_2 -> nor4_2 -> nand2_1 -> a22oi_1 -> nor3_2 -> a21oi_1 -> o21a_1 -> clkdlybuf4s50_1
arrival_ns = 3.37
worstSetupStartpointType = flip-flop
required_ns = 3.60
crit_path_top_delay_cell = dfrtp_1
crit_family = simple AND/OR/NAND/NOR gates
cp_max_fo = 11
cp_num_buf_inv = 1
path_class = flip-flop to primary output

[cells_and_area]
fill_cells = 777
regMostFlops = count
largest_reg_flops = 32
drive_above_1_share_pct = 10.6
syn2layout_area_growth_pct = 27.7
final_layout_top_logic_cells = clkdlybuf4s50_1, nand2_1, nor2_1, o21ai_0, dfrtp_1
layout.cells.most_common = clkdlybuf4s50_1
top_regs = count x32

[global_route]
grt_usage_pct = 26.9
grt_max_degree = 34
grt-ovfl-total = 0
grt_pass1_wl_mm = 17.7
antenna_found_initial = 0
first_global_vias = 3354

[placement]
dp_slack_ns = 0.428
hpwl_mm = 8.19
place.gp.congestion = 0.920
port_buffers = 69

[pwr]
power_density_nw_per_um2 = 650
power.leakage_nw = 1.62
ir_worst_vdd_mv = 0.276

[routing]
drtAntennaViolNets = 0
detail_route.vias_per_cell = 6.03
vias = 3691
drt_iter0_markers = 212
antenna_cells = 0
drt-pass1-iter-count = 5
drcViolationCount = 0
wl_per_cell_um = 18.3
wl_mm = 11.2

[die]
die_y_um = 92.8
num_rows = 32
io_pins = 70
die_w_um = 92.8
core_area_um2 = 7850
initCoreUtil_pct = 42.0
chip_area_um2 = 8610

[run]
drv_cap = 0
log.warning_count = 27
per-stage QoR:
stage / cells / cell area [µm²] / power, mW / hold WS (ns) / util, %
after CTS: 612 / 4210 / 2.73 / 0.612 / 53.6
after floorplan: 450 / 3300 / 1.80 / 0.480 / -
after global placement: 605 / 4110 / 2.48 / 0.584 / 52.4
after global routing: 612 / 4210 / 2.96 / 0.671 / 53.7
after detailed placement: 605 / 4110 / 2.46 / 0.594 / 52.4
final: 612 / 4210 / 2.74 / 0.615 / 53.7
worst reg2reg max path: stages, from the launching register on:
cell and delay, ns:
dfrtp_1 0.42, buf_4 0.19, or4_1 0.61, nor3_1 0.33, and3_1 0.31, and2_1 0.44
nor2_2 0.08, buf_4 0.22, a31oi_1 0.19, o22ai_1 0.10, a21oi_1 0.12, a221o_1 0.16
per-layer routing:
| metal | track usage (%) | part of all wire [%] |
|---|---|---|
| met1 | 41.1 | 48 |
| met2 | 40.2 | 44 |
| met3 | 4.34 | 6.5 |
| met4 | 6.03 | 2.3 |
| met5 | 0 | 0 |
area by class of cell:
type                       count  area (µm²)  area share, %
clock buffer                   7        96.3           2.29
sequential                    32         801           19.0
tap                          102         128           3.03
multi-input combinational    367        2280           54.1
timing repair buffer          92         863           20.5
inverter                      12        45.0           1.07
synth_stat cells, types with 4 or more instances:
library cell | count | share of area (%)
nand2_1 | 50 | 5.7
nor2_1 | 43 | 4.9
dfrtp_1 | 32 | 24
o21ai_0 | 32 | 4.9
a21oi_1 | 21 | 3.2
clkbuf_1 | 21 | 2.4
nor3_1 | 21 | 3.2
xnor2_1 | 21 | 5.6
nand4_1 | 15 | 2.8
nor4_1 | 15 | 2.8
xor2_1 | 14 | 3.7
nand3_1 | 13 | 2.0
buf_2 | 12 | 1.8
inv_1 | 12 | 1.4
o21ai_1 | 11 | 1.7
a22oi_1 | 10 | 2.3
and4_1 | 8 | 2.1
and2_1 | 5 | 0.95
and3_1 | 5 | 0.95
or2_2 | 5 | 0.95
a31o_2 | 4 | 1.1
a31oi_1 | 4 | 0.76
o31ai_1 | 4 | 0.91
timing repair:
action / CTS / global route
setup endpoints to repair: 0 / 1
hold endpoints to repair: 0 / 0
setup buffers: 0 / 0
resized: 0 / 1
final timing paths:
path,startpoint,end,slack [ns],cells after the start
max,count[11],carry,0.23,9
min,count[7],count[7],0.61,2
max reg2reg,count[14],count[3],1.29,11
min reg2reg,count[7],count[7],0.61,2
max in group asynchronous,resetn,count[30],3.17,2
min in group asynchronous,resetn,count[10],1.02,2
cells by family (layout without fill, tap and decap cells):
| kind of cell | after synthesis | count (layout) |
|---|---|---|
| and+or+nand+nor | 211 | 211 |
| adders and majority gates | 3 | 3 |
| muxes | 3 | 3 |
| DFF | 32 | 32 |
| buffers and inverters | 51 | 111 |
| xor gates and xnor gates | 35 | 35 |
| AOI/OAI and AO/OA | 115 | 115 |
power breakdown:
part | leakage, nW | switching [mW] | internal (mW) | total, mW
Clock | 0.0503 | 0.112 | 0.136 | 0.248
Sequential | 0.434 | 0.242 | 0.397 | 0.638
Combinational | 1.14 | 0.987 | 0.863 | 1.85
Power figures rest on the tool's default switching activity, not on a simulated workload.
